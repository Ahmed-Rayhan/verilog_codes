## flow/run.sh

```bash
#!/bin/bash
# OpenROAD 26Q1-2900-gdf79404cd8, Yosys 0.63+post, stock flow scripts
make -C /OpenROAD-flow-scripts/flow DESIGN_CONFIG=/design/flow/config.mk WORK_HOME=/design/flow/orfs finish
```

## flow/design.v

```verilog
module counter(
    input wire clk,
    input wire [1:0] select,
    output reg [3:0] count
);
reg [3:0] count_reg;
always @ (posedge clk) begin
    case (select)
        2'b00: count_reg <= count_reg;  
        2'b01: count_reg <= (count_reg == 4'd3) ? 4'd0 : count_reg + 1;  
        2'b10: count_reg <= (count_reg == 4'd7) ? 4'd0 : count_reg + 1;  
        2'b11: count_reg <= (count_reg == 4'd15) ? 4'd0 : count_reg + 1;  
        default: count_reg <= count_reg;  
    endcase
end
assign count = count_reg;
endmodule
```

## flow/config.mk

```make
export PLATFORM = sky130hd
export DESIGN_NAME = counter
export DESIGN_NICKNAME = counter
export VERILOG_FILES = /design/flow/design.v
export SDC_FILE = /design/flow/constraint.sdc
export NUM_CORES = 4
export LEC_CHECK = 1
export CORE_AREA = 10 10 70 70
export DIE_AREA = 0 0 80 80
```

## flow/constraint.sdc

```tcl
current_design counter

set clk_period 1.4
set clk_io_pct 0.2

create_clock -name clk0 -period $clk_period [get_ports {clk}]

set non_clock_inputs [all_inputs -no_clocks]
set_input_delay [expr $clk_period * $clk_io_pct] -clock clk0 $non_clock_inputs
set_output_delay [expr $clk_period * $clk_io_pct] -clock clk0 [all_outputs]
```

==> impl_metrics.json <==
{
  "num_vias": 229,
  "largest_reg_flops": 4,
  "layout_top_cell": "buf_4",
  "grt.met2_usage_pct": 2.57,
  "cts_buffers": 3,
  "grt_pass1_wl_mm": 1.01,
  "route.detailed.drc": 0,
  "synth-cells-yosys": 19,
  "min-delay-path-class": "reg2reg",
  "first_pass_iters": 4,
  "min_from": "count_reg[3]",
  "setup_violations": 0,
  "clock.latency.late_pin_ns": 0.23,
  "rsz0062_at_grt": "false",
  "top_usage_layer": "met2",
  "avgSynthCellArea_um2": 12.6,
  "maxCapViolations": 0,
  "hold_viol_final": 0,
  "top_area_share_pct": 50.3,
  "cts_tree": "yes",
  "ys_ff": 4,
  "io_pins": 7,
  "n_antenna_cell": 0,
  "use_met3_pct": 0.682,
  "finalClockPeriodUsage_pct": 95.6,
  "required_ns": 1.38,
  "portBuffers": 6,
  "critical_path_class": "in2reg",
  "htreeDepth": 1,
  "grt-ovfl-total": 0,
  "topCellsByArea": "edfxtp_1 (50%), and4bb_1 (5.2%), ha_1 (5.2%)",
  "grt_max_degree": 7,
  "leakage_nw": 0.162,
  "root_buffer": "clkbuf_4",
  "power_density_nw_per_um2": 1830,
  "yosysUniqueCellTypes": 16,
  "synth_cells": 19,
  "fin_crit_ns": 1.34,
  "cts.clk_slew.worst_paths_ns": 0.03,
  "fmax_mhz": 747,
  "gp_congestion": 0.774,
  "grt_pass1_vias": 243,
  "reg2reg_depth": 4,
  "r2r_end": "count_reg[0]",
  "drt-total-wl_um": 541,
  "syn_area_um2": 239,
  "post_drt_wl_per_cell_um": 6.52,
  "die_w_um": 80,
  "worst_pin_slew_ns": 0.241,
  "warnings": 25,
  "fp_util_pct": 7.00,
  "gr-usage-all-layers_pct": 1.88,
  "holdPathStages": 2,
  "arrival_ns": 1.32,
  "vias_per_cell": 2.76,
  "gr-usage-met1_pct": 2.56,
  "synth_seq_share_pct": 50.3,
  "worst_r2r_startpoint": "count_reg[3]",
  "drv_slew": 0,
  "hold-path-endpoint": "count_reg[3]",
  "finClkSkew_ns": 0.000833,
  "cts_buffer_depth": 2,
  "r2r_slack_ns": 0.08,
  "syn_to_final_growth_pct": 90.1,
  "irDropWorstVdd_mv": 0.240,
  "status": "finished clean",
  "ctsHoldBuffers": 0,
  "die_h_um": 80,
  "yosys.area.top_type": "edfxtp_1",
  "cp-start-kind": "primary input",
  "place_area_um2": 372,
  "final_cell_mix": "buf_4 (9), clkdlybuf4s50_1 (6), edfxtp_1 (4)",
  "fillerInstances": 386,
  "die_area_um2": 6400,
  "core_um2": 3420,
  "antenna_found_initial": 0,
  "maxSlewHeadroom_pct": 83.8,
  "ys_area_um2": 239,
  "final_util_pct": 13.3,
  "cts_num_sinks": 4,
  "synth_warnings": 2,
  "crit_path_max_fanout": 5,
  "layout-drive-gt1-share_pct": 48.6,
  "end_kind": "register",
  "drtIter0Drc": 12,
  "std_cell_rows": 21,
  "postRouteAntennaNets": 0,
  "finish.instance_area_um2": 454
}
synthesized netlist by cell type:
library cell / n
o211ai_1: 1
nor3_1: 1
a41oi_1: 1
and4bb_1: 1
o21ai_0: 1
and4_2: 1
nand3b_1: 1
edfxtp_1: 4
o31ai_1: 1
ha_1: 1
a31oi_1: 1
a32o_1: 1
and2_2: 1
or2_2: 1
inv_1: 1
and2b_2: 1
what timing repair did:
action,in CTS,in global routing
setup buffers,7,0
setup endpoints to repair,4,3
gates resized,0,2
pin swaps,0,0
kinds of logic after synthesis:
| logic type | share of synthesized area, % |
|---|---|
| flops | 50.3 |
| compound gates | 18.9 |
| simple gates | 24.1 |
| buf+inv | 1.57 |
| fa+ha+maj | 5.23 |
power by group:
part / internal, mW / switching, mW / leakage, nW
clock: 0.0954 / 0.0402 / 0.0138
sequential: 0.216 / 0.0306 / 0.0411
combinational: 0.296 / 0.151 / 0.107
total: 0.608 / 0.222 / 0.162
through the flow:
step                worst slack (ns)  hold WS [ns]  setup TNS, ns  std cells  total power [mW]
floorplan                      0.217         0.505              0         19             0.398
global placement              -0.198         0.703         -0.931         73             0.554
detailed placement            -0.194         0.718         -0.956         73             0.560
CTS                           0.0432         0.715              0         83             0.827
global route                 0.00166         0.743              0         83             0.914
finish                        0.0614         0.718              0         83             0.830
how the worst max path moves through the flow:
stage                      from           end  cells after the start
final                 select[1]  count_reg[0]                      4
after CTS             select[0]  count_reg[1]                      4
after global routing  select[1]  count_reg[1]                      4
cell type report:
cell class	count	area [µm²]	area share (%)
Timing Repair Buffer	15	128	28.1
Multi-Input combinational cell	14	123	27.0
Sequential cell	4	120	26.4
Tap cell	46	57.6	12.7
Clock buffer	3	22.5	4.96
Inverter	1	3.75	0.826
critical path, cell delays in order:
cell             delay (ns)
clkdlybuf4s50_1        0.55
and4bb_1               0.23
o31ai_2                0.08
and2b_2                0.18
layer usage:
metal  vias up  wire [µm]
met5         -          0
met4         0          9
met3         2         64
met2         7        199
met1       104        267
li1        116          -
Power and IR drop assume default switching activity.
