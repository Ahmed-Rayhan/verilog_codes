File: ./design.v
module BCD(A,B,Cin,Sum,Carry);
input [3:0]A,B;
input Cin;
output reg [3:0]Sum;
reg [4:0]temp;
output reg Carry;
always @(*)
begin
  temp= A+B+Cin;
   if(temp>9)
	begin
	   temp=temp+6;
		Carry=1;
		Sum=temp[3:0];
	end
   else
     begin
	   Carry=0;
		Sum=temp[3:0];
	 end
	end
endmodule
File: ./run.sh
#!/bin/bash
# OpenROAD 26Q1-2900-gdf79404cd8, Yosys 0.63+post, stock flow scripts
make -C /OpenROAD-flow-scripts/flow DESIGN_CONFIG=/design/flow/config.mk WORK_HOME=/design/flow/orfs finish
File: ./config.mk
export PLATFORM = sky130hd
export DESIGN_NAME = BCD
export DESIGN_NICKNAME = BCD
export VERILOG_FILES = /design/flow/design.v
export SDC_FILE = /design/flow/constraint.sdc
export NUM_CORES = 4
export LEC_CHECK = 1
export CORE_AREA = 10 10 70 70
export DIE_AREA = 0 0 80 80
File: ./constraint.sdc
current_design BCD

set clk_period 4.9
set clk_io_pct 0.2

create_clock -name clk0 -period $clk_period

set non_clock_inputs [all_inputs -no_clocks]
set_input_delay [expr $clk_period * $clk_io_pct] -clock clk0 $non_clock_inputs
set_output_delay [expr $clk_period * $clk_io_pct] -clock clk0 [all_outputs]
==> impl_metrics.py <==
# Synthesis and PnR figures
metrics = {
    "status": {
        "status": "finished, final reports clean",
    },
    "power_and_ir_drop": {
        "combPwrFrac_pct": 100.0,
        "leakage_nw": 0.176,
        "switchingPower_mw": 0.0291,
        "p_int_mw": 0.0538,
        "power.share.clock_pct": 0,
        "seqPwrFrac_pct": 0,
        "ir_drop_uv": 40.2,
        "swShare_pct": 35.1,
        "power_density_nw_per_um2": 182,
    },
    "sta": {
        "drv_slew": 0,
        "timing.final.crit_share_pct": 97.8,
        "relSlewSlack_pct": 68.2,
        "min_period_ps": 4790,
        "finalSetupViolCount": 0,
        "fmax_ghz": 0.209,
        "setup_tns_ps": 0,
        "report.final.hold_viol_count": 0,
        "worst_pin_slew_ps": 477,
        "fin_hold_ws_ps": 2770,
    },
    "final_layout": {
        "nFlopsAndLatches": 0,
        "drive_gt1_share_pct": 25.0,
        "synthToLayoutAreaGrowth_pct": 115,
        "design_area_sq_um": 455,
        "final_cells": 86,
        "n_fill_cell": 386,
        "logic_area_sq_um": 218,
        "nClkBuffers": 0,
        "flop_area_sq_um": 0,
        "utilization_pct": 13.3,
    },
    "placed_design": {
        "port_buffers": 14,
        "dp.final_hpwl_um": 653,
        "dp_cells": 83,
        "gp_congestion": 0.797,
        "place_area_sq_um": 417,
    },
    "global_routing": {
        "grt_pass1_wl_um": 1170,
        "grt_max_degree": 5,
        "grt_usage_pct": 2.20,
        "grt.overflow.total": 0,
        "grt_pass1_vias": 249,
        "antenna_found_initial": 0,
    },
    "floorplanning": {
        "die_x_um": 80,
        "rows": 21,
        "coreArea_sq_um": 3420,
        "initial_utilization_pct": 6.19,
        "ios": 14,
        "chipArea_sq_um": 6400,
        "die_y_um": 80,
    },
    "synth": {
        "netlist.area_leader.share_pct": 23.7,
        "synthTopCellsByArea": "ha_1, fa_1, o31ai_4",
        "ys_cells": 22,
        "ys_types": 14,
        "syn_inst": 22,
        "yosysTopAreaCell": "ha_1",
        "syn_avg_cell_area_sq_um": 9.61,
        "ys_area_sq_um": 211,
        "ys_seq_share_pct": 0,
        "yosys_warnings": 1,
        "netlist_area_sq_um": 211,
    },
    "route": {
        "drc": 0,
        "firstDrtPassIters": 2,
        "drt_wl_total_um": 715,
        "vias": 235,
        "first_iter_violations": 4,
        "routedWlPerCell_um": 8.31,
        "antenna-diode-count": 0,
        "avgViaCountPerCell": 2.73,
        "drt.antenna.violating_nets": 0,
    },
    "worst_setup_path": {
        "cp-end-kind": "primary output",
        "worstPathMaxFanout": 3,
        "crit_chain": "clkdlybuf4s50_1, fa_2, fa_2, inv_1, ha_2, a31o_1, o31ai_4, mux2i_1, clkdlybuf4s50_1",
        "cp.arrival_ps": 3810,
        "crit_required_ps": 3920,
        "worst-setup-path-type": "primary input to primary output",
        "start_kind": "primary input",
        "cp_slowest_cell": "fa_2",
        "slowest_delay_ps": 520,
    },
    "clock_network": {
        "postCtsHoldBufs": 0,
    },
    "min_path": {
        "hold_depth": 3,
        "hold_class": "primary input to primary output",
    },
    "job": {
        "cap_violations": 0,
        "warnings": 32,
    },
}
## per-layer routing
| layer | up-vias | wire length [um] | GRT usage (%) |
|---|---|---|---|
| met2 | 13 | 219 | 2.81 |
| met5 | - | 0 | 0 |
| li1 | 121 | - | - |
| met1 | 101 | 337 | 3.04 |
| met3 | 0 | 158 | 1.59 |
| met4 | 0 | 0 | 0 |
## final cells by class
cell class                 count  share of cell area [%]
tap                           46                    12.6
timing repair buffer          18                    37.9
inverter                       2                    1.65
multi-input combinational     20                    47.8
## logic make-up (layout without fill, tap and decap cells)
| group | Yosys count | after routing | synth area share [%] |
|---|---|---|---|
| fa+ha+maj | 6 | 6 | 42.6 |
| simple gates | 3 | 3 | 8.29 |
| compound gates | 8 | 8 | 32.5 |
| buf+inv | 2 | 20 | 3.55 |
| mux | 1 | 1 | 4.73 |
| xor+xnor | 2 | 2 | 8.29 |
## path summary, 6_finish.rpt
check,to,startpoint
max,Sum[2],B[0]
min,Sum[0],Cin
## layout by cell type, fill, tap and decap left out
master | Yosys | final
clkdlybuf4s50_1 | 0 | 13
buf_4 | 0 | 4
a21oi_1 | 3 | 3
ha_1 | 4 | 3
inv_1 | 2 | 2
xnor2_1 | 2 | 2
fa_2 | 0 | 2
a31o_1 | 1 | 1
nand3_1 | 1 | 1
and3_1 | 1 | 1
a21o_2 | 1 | 1
o31ai_4 | 1 | 1
mux2i_1 | 1 | 1
a2111oi_2 | 0 | 1
o22ai_1 | 1 | 1
nor2b_1 | 1 | 1
ha_2 | 0 | 1
dlymetal6s2s_1 | 0 | 1
## power by group through the flow
stage,clock network [mW],registers [mW],logic [mW]
6_report,0,0,0.0828
5_1_grt,0,0,0.0920
4_1_cts,0,0,0.0724
## worst max-delay path, delay by kind of cell
family          cells  cell delay (ps)
fa+ha+maj           3             1090
compound gates      2              530
mux                 1              210
buf+inv             3              980
## what timing repair did
action	4_1_cts	5_1_grt
setup buffers	0	3
setup endpoints to repair	1	3
gates resized	0	6
pin swaps	1	2
endpoints found under the hold margin	0	0
## per-stage QoR
step,setup WS (ps),total power [mW]
after CTS,8.61,0.0724
after global routing,-2.47,0.0920
after floorplan,1060,0.0318
final,109,0.0828
after detailed placement,-61.0,0.0724
after global placement,-7.25,0.0704
## Yosys cell counts
library cell  count
ha_1              4
inv_1             2
mux2i_1           1
xnor2_1           2
a21oi_1           3
and3_1            1
fa_1              2
a2111oi_0         1
nor2b_1           1
o22ai_1           1
a21o_2            1
a31o_1            1
nand3_1           1
o31ai_4           1
No activity file was given, so power comes from the tool's default toggle rates.
