File: design/flow/config.mk
export PLATFORM = sky130hd
export DESIGN_NAME = fulladder_rn
export DESIGN_NICKNAME = fulladder_rn
export VERILOG_FILES = /design/flow/design.v
export SDC_FILE = /design/flow/constraint.sdc
export NUM_CORES = 4
export LEC_CHECK = 1
export CORE_AREA = 10 10 70 70
export DIE_AREA = 0 0 80 80
File: design/flow/constraint.sdc
current_design fulladder_rn

set clk_period 2.3
set clk_io_pct 0.2

create_clock -name clk0 -period $clk_period

set non_clock_inputs [all_inputs -no_clocks]
set_input_delay [expr $clk_period * $clk_io_pct] -clock clk0 $non_clock_inputs
set_output_delay [expr $clk_period * $clk_io_pct] -clock clk0 [all_outputs]
File: design/flow/design.v
module fulladder_rn(a0,a1,a2,a3, b0,b1,b2,b3, cin, s0, s1, s2, s3, cout);
input a0,a1,a2,a3, b0,b1,b2,b3, cin;
output s0, s1, s2, s3, cout;
wire c1, c2, c3;
FA f1(a0, b0, cin, s0, c1);
FA f2(a1, b1, c1, s1, c2);
FA f3(a2, b2, c2, s2, c3);
FA f4(a3, b3, c3, s3, cout);
endmodule
module FA(A,B, CIN, SUM, COUT);
input A,B,CIN;
output SUM, COUT;
assign SUM=A^B^CIN;
assign COUT= (A&B)|(B&CIN)|(CIN & A);
endmodule 
File: design/flow/run.sh
#!/bin/bash
# OpenROAD 26Q1-2900-gdf79404cd8, Yosys 0.63+post, stock flow scripts
make -C /OpenROAD-flow-scripts/flow DESIGN_CONFIG=/design/flow/config.mk WORK_HOME=/design/flow/orfs finish
==> Slide: Implementation Results <==
Synthesis and Place & Route Summary

Floorplan
  – Fp_density: between 3 and 4%
  – FP Rows: 21
  – Area of the core: 0.00342 mm^2
  – DIE WIDTH: approximately 80 um
  – I/O Pins: 14
  – Chip Area: between 0.006 and 0.007 mm^2
  – Die height: 80 um

Placed design
  – Post-DP Area: about 320 um^2
  – PortBufs: 14
  – # placed instances: 74
  – GPL Wtd Cong: 0.795
  – Place WS: -1.01 ns

Final timing
  – Final setup violating endpoints: 2
  – Hold WS: approximately 1.5 ns
  – Slew headroom: 93.3%
  – Slew at the pin closest to its max-slew limit: between 0.1 and 0.15 ns
  – Fin. Hold Viols: 0
  – F_max: 391 MHz
  – Period minus WS final: about 2.6 ns
  – Cycle use final: 111%
  – Final Slew Violations: 0
  – Final WS setup: -0.260 ns
  – RSZ-0062 raised after global routing: true

Layout
  – Fraction of layout cells with a size suffix above 1: about half
  – Most frequent cells in the layout: inv_1, clkdlybuf4s50_1
  – Flops: 0
  – Finished Cell Area: about 320 um^2
  – CLK BUF: 0
  – Fill count: 406
  – Register Area: 0 um^2
  – Multi-input logic area: 87.6 um^2
  – Final Util: under 10%
  – Area Growth Syn to Fin: 168%
  – Cell Count, Final, Fillers Out: 74

Worst setup path
  – Crit path DAT: 2.10 ns
  – Required @ worst endpoint: approximately 1.8 ns
  – Crit end category: primary output
  – Crit path kind: in -> out
  – Largest fanout on the critical path: 1
  – Crit start category: primary input

Job
  – Tool Warnings: 35
  – Number of max-cap violations: 0

Route
  – TritonRoute pass-1 iters: 2
  – Final ANT Viol Nets: 0
  – WL final: ~470 um
  – Vias per cell: 1.62
  – WL per Instance: around 6.3 um
  – DRC errors left: 0
  – Initial DRC count: 1
  – Final antenna diode count: 0
  – Vias: 120

Synth
  – Syn Area/Cell: ~8.4 um^2
  – Synth top area cells: fa_1, inv_1
  – Leading area contributor after synthesis: fa_1
  – Cell count after synthesis: 14
  – Yosys warning tally: 0
  – # Cells Yosys: 14
  – Area leader share: 68.1%
  – Mapped cell area: ~120 um^2
  – Synth Seq Share: 0%
  – Chip area line of the yosys report: about 120 um^2
  – Unique cell types: 2

Global route
  – Vias in the first global route: approximately 150
  – Grt total ovfl: 0
  – Global-route wire length before repair: around 790 um
  – Pin count of the biggest net entering global routing: 2
  – Initial antenna violation count: 0
  – GRT Overall Usage: roughly 1.5%

Pwr
  – Pwr/cell area: 170 mW/mm^2
  – VDD IR max: roughly 14 uV
  – Pleak: between 0.0001 and 0.00015 uW

Min path
  – Hold Path Cell Cnt: 3
  – Hold WC Path Type: in -> out

Outcome
  – Status: finished, violations left
  – Failing checks: setup timing
metal layers:
layer	global-route usage [%]	wire, um	up-vias
li1	-	-	60
met1	1.67	167	50
met2	2.17	163	10
met3	1.48	135	0
met4	0	0	0
met5	0	0	-
worst max-delay path: stages:
cell and delay [ns]:
buf_6 0.09, inv_4 0.04, fa_2 0.20, inv_2 0.04
fa_2 0.33, fa_2 0.34, inv_2 0.06, fa_1 0.39
inv_1 0.06, buf_2 0.08
cells in the mapped netlist:
library cell and count:
inv_1 10, fa_1 4
logic make-up after synthesis:
| kind of cell | Yosys count | synth area share [%] |
|---|---|---|
| buffers and inverters | 10 | 31.9 |
| adders and majority gates | 4 | 68.1 |
report_power, final:
group          switching [uW]  internal (uW)  total [uW]
sequential                  0              0           0
combinational            18.9           34.7        53.6
clock                       0              0           0
repair_timing:
| item | 4_1_cts | 5_1_grt |
|---|---|---|
| gates resized | 34 | 1 |
| endpoints found under the setup margin | 5 | 3 |
| pin swaps | 4 | 4 |
| setup buffers | 0 | 0 |
| hold buffers | 0 | 0 |
stage by stage:
stage / total power (uW) / setup TNS (ns)
2_1_floorplan: 12.5 / -0.0221
3_3_place_gp: 64.3 / -3.30
3_5_place_dp: 64.1 / -3.29
4_1_cts: 55.7 / -0.491
5_1_grt: 65.1 / -0.567
6_report: 53.6 / -0.336
area by class of cell:
cell class / count / share of cell area [%]
repair buffers: 14 / 39.7
multi-input cells: 4 / 27.8
well taps: 46 / 18.3
inverters: 10 / 14.3
worst paths after layout:
| kind | to | slack (ns) | from |
|---|---|---|---|
| max | s3 | -0.26 | a0 |
| min | s1 | 1.53 | b1 |
Power figures rest on the tool's default switching activity, not on a simulated workload.
